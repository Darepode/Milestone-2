$ cat flow/config.mk
export PLATFORM = sky130hd
export DESIGN_NAME = brcomp
export DESIGN_NICKNAME = brcomp
export VERILOG_FILES = /design/flow/design.v
export SDC_FILE = /design/flow/constraint.sdc
export NUM_CORES = 4
export LEC_CHECK = 1
export CORE_AREA = 10 10 101 101
export DIE_AREA = 0 0 111 111
$ cat flow/constraint.sdc
current_design brcomp

set clk_period 11.8
set clk_io_pct 0.2

create_clock -name clk0 -period $clk_period

set non_clock_inputs [all_inputs -no_clocks]
set_input_delay [expr $clk_period * $clk_io_pct] -clock clk0 $non_clock_inputs
set_output_delay [expr $clk_period * $clk_io_pct] -clock clk0 [all_outputs]
$ cat flow/design.v
module brcomp (
    input  [31:0] rs1_data, rs2_data,
    input  [0:0]  br_unsigned,
    output [0:0]  br_less, br_equal
);
    logic [31:0] sub, not_b;
    logic overflow, carry;
    logic [0:0] br_equal_reg, br_less_reg;
    assign not_b = ~rs2_data;
    assign {carry,sub} = rs1_data + not_b + 32'b1;
    assign overflow = (rs1_data[31] ^ rs2_data[31]) & (rs1_data[31] ^ sub[31]); 
    always @(*) begin
        if (br_unsigned) begin
            br_less_reg = ~carry;
            br_equal_reg = (!sub) ? 1 : 0;
        end else begin
            br_less_reg = sub[31] ^ overflow;
            br_equal_reg = (!sub) ? 1 : 0;
        end
    end
    assign br_less = br_less_reg;
    assign br_equal = br_equal_reg;
endmodule
$ cat flow/run.sh
#!/bin/bash
# OpenROAD 26Q1-2900-gdf79404cd8, Yosys 0.63+post, stock flow scripts
make -C /OpenROAD-flow-scripts/flow DESIGN_CONFIG=/design/flow/config.mk WORK_HOME=/design/flow/orfs finish
==> flow_summary.toml <==
# synthesis and place-and-route metrics
[detailed_routing]
antennaDiodeCount = 0
via_per_inst = 4.65
drc = 0
num_vias = 1959
postRouteWirelength_um = 5280
drt_iter0_drc = 84
drtPass1Iterations = 4
routedWlPerCell_um = 12.5
antenna_left = 0

[sta]
worstMarginPinSlew_ns = 0.486
rsz0062_at_grt = "no"
slew_viol_final = 0
setup_viol_count_final = 0
fmax_ghz = 0.0964
final.setup.tns_ns = 0
timing.final.hold_violations = 0
whs_ns = 5.79
slew_headroom = 0.672
finalCriticalPeriod_ns = 10.38
finalCritPeriodShare = 0.879

[pwr]
power_per_cell_area_nw_per_um2 = 43.9
ir_worst_vdd_mv = 0.0105
power_leakage_nw = 1.13

[worst_hold_path]
min-delay-start = "br_unsigned[0]"
hold_class = "input pin to output pin"

[synth]
ys_area_um2 = 1690
synth_warnings = 1
syn_area_um2 = 1690
synth_cells = 253
syn_avg_cell_area_um2 = 6.67
ys_types = 50
yosysCellCount = 253
ys_seq_frac = 0

[floorplan]
die_h_um = 111
fp.dieW_um = 111
fp_util = 0.207
core_um2 = 8130
io_pins = 67
chipArea_um2 = 12300
rows = 33

[setup_path]
cp_top_family = "AND-OR/OR-AND gates"
cp-end-kind = "output pin"
required_ns = 9.44
critPathBufInv = 3
slowest_delay_ns = 0.46
path_cells = "clkdlybuf4s50_1 -> inv_1 -> ha_1 -> and2_4 -> a221o_1 -> o21a_4 -> a31oi_1 -> o21ai_1 -> o221a_2 -> and2_1 -> or4_1 -> a31oi_1 -> fa_1 -> nand3_1 -> nor4_1 -> o2111ai_1 -> a2111oi_0 -> nand4_1 -> nor3_1 -> nand4_1 -> nor4_1 -> o2111a_1 -> clkdlybuf4s50_1"
critPathLaunchType = "input pin"
crit_slowest_cell = "clkdlybuf4s50_1"
cp_max_fo = 7
critPathKind = "input pin to output pin"
cp.arrival_ns = 8.02
cp-startpoint = "rs2_data[4]"

[global_routing]
antenna_found_initial = 0
grt_pass1_vias = 1949
globalRouteTotalUtil = 0.0819
grt_pass1_wl_um = 8940
grt_start_max_net_pins = 10
grt_overflow = 0

[final_layout]
fill_cells = 883
areaGrowthSynthToFinish_pct = 46.7
flop-count = 0
fin_util = 0.304
clock_buffers = 0
drive_gt1_frac = 0.0285
register_area_um2 = 0
logic_area_um2 = 1520

[run_status]
status = "complete, no violations"

[cts]
ctsHoldBuffers = 0
post-cts-setup-buffers = 0
cts_resized = 0

[job]
maxCapViolations = 0
warnings = 32

[place]
port-buffer-count = 67
hpwl_um = 4730
place_congestion = 0.929
==> synth_stat cells (4+ instances only) <==
master,instances,share of area
or4_1,6,0.027
nand3_1,5,0.015
xnor2_1,5,0.026
nand4_1,4,0.015
clkbuf_1,4,0.0089
o21ai_0,15,0.045
inv_1,41,0.091
nand2_1,19,0.042
a31oi_1,6,0.022
xor2_1,5,0.026
nor3_1,7,0.021
a21o_1,9,0.040
ha_1,32,0.24
a21oi_1,24,0.071
nor2_1,16,0.036
==> cells by family after synthesis <==
kind of cell             Yosys count  share of synthesized area
adder cells (fa/ha/maj)           33                      0.249
AND/OR/NAND/NOR                   75                      0.226
AND-OR/OR-AND                     86                      0.347
buffers and inverters             45                      0.100
multiplexers                       4                     0.0252
XOR/XNOR                          10                     0.0519
==> metrics by stage <==
stage | instance area (um^2) | power, W | std cells | worst slack [ns]
2_1_floorplan | 1690 | 0.0000696 | 253 | 2.92
3_5_place_dp | 2470 | 0.000109 | 421 | 1.36
5_1_grt | 2470 | 0.000122 | 421 | 0.886
3_3_place_gp | 2470 | 0.000109 | 421 | 1.47
6_report | 2470 | 0.000109 | 421 | 1.42
4_1_cts | 2470 | 0.000109 | 421 | 1.33
==> report_power, final <==
group / switching (W) / internal (W) / total (W)
registers: 0 / 0 / 0
clock network: 0 / 0 / 0
logic: 0.0000526 / 0.0000561 / 0.000109
==> area by class of cell <==
cell class / count / share of cell area
timing repair buffer: 67 / 0.271
inverter: 41 / 0.0622
tap: 105 / 0.0531
multi-input combinational: 208 / 0.614
==> final timing paths <==
path,endpoint,slack (ns),depth (start not counted)
min,br_less[0],5.79,4
max,br_equal[0],1.42,23
==> layout by cell type, fill, tap and decap left out, types with 3 or more instances in the layout <==
cell	count
xor2_1	5
a21oi_1	24
a21o_1	9
o22ai_1	3
nor2_1	16
nand2_1	19
nor3_1	7
xnor2_1	5
a31oi_1	6
clkdlybuf4s50_1	67
nand3_1	5
and2_1	3
inv_1	41
nand4_1	4
nand2b_1	3
ha_1	32
or4_1	6
o21ai_0	15
==> layer usage <==
layer	global-route usage	part of all wire
met5	0	0
met4	0	0
met3	0.0142	0.051
met2	0.138	0.46
met1	0.113	0.49
Power figures rest on the tool's default switching activity, not on a simulated workload.
