==> design/flow/design.v <==
module alu (
    input  [31:0] i_operand_a, i_operand_b,
    input  [3:0]  i_alu_op,
    output [31:0] o_alu_data
);
logic [31:0] temp,temp_sll,temp_srl,temp_sra, not_b;
logic [31:0] alu_temp;
logic [0:0]  carry, overflow, signed_lt, unsigned_lt;
assign not_b = ~i_operand_b;
assign {carry, temp} = i_operand_a + not_b + 1;
assign overflow     = (i_operand_a[31] ^ i_operand_b[31]) & (i_operand_a[31] ^ temp[31]);
assign signed_lt    = temp[31] ^ overflow;
assign unsigned_lt  = ~carry;
sll u1(
    .i_operand_a(i_operand_a),
    .i_operand_b(i_operand_b),
    .o_sll_data(temp_sll)
);
srl u2(
    .i_operand_a(i_operand_a),
    .i_operand_b(i_operand_b),
    .o_srl_data(temp_srl)
);
sra u3(
    .i_operand_a(i_operand_a),
    .i_operand_b(i_operand_b),
    .o_sra_data(temp_sra)
);
always @(*) begin
    case (i_alu_op)
        4'h0: alu_temp = i_operand_a + i_operand_b;
        4'h1: alu_temp = temp;
        4'h2: alu_temp = {31'h0, signed_lt};
        4'h3: alu_temp = {31'h0, unsigned_lt};
        4'h4: alu_temp = i_operand_a ^ i_operand_b;
        4'h5: alu_temp = i_operand_a | i_operand_b;
        4'h6: alu_temp = i_operand_a & i_operand_b;
        4'h7: alu_temp = temp_sll;
        4'h8: alu_temp = temp_srl;
        4'h9: alu_temp = temp_sra;
        4'hA: alu_temp = i_operand_b;
    default: alu_temp = 32'h00000000; 
    endcase
end
assign o_alu_data = alu_temp;
endmodule
module sll (
    input  [31:0] i_operand_a,
    input  [31:0] i_operand_b,
    output reg [31:0] o_sll_data
);
    always @(*) begin
        case (i_operand_b[4:0])
            5'd0:  o_sll_data = i_operand_a;
            5'd1:  o_sll_data = {i_operand_a[30:0], 1'b0};
            5'd2:  o_sll_data = {i_operand_a[29:0], 2'b00};
            5'd3:  o_sll_data = {i_operand_a[28:0], 3'b000};
            5'd4:  o_sll_data = {i_operand_a[27:0], 4'b0000};
            5'd5:  o_sll_data = {i_operand_a[26:0], 5'b00000};
            5'd6:  o_sll_data = {i_operand_a[25:0], 6'b000000};
            5'd7:  o_sll_data = {i_operand_a[24:0], 7'b0000000};
            5'd8:  o_sll_data = {i_operand_a[23:0], 8'b00000000};
            5'd9:  o_sll_data = {i_operand_a[22:0], 9'b000000000};
            5'd10: o_sll_data = {i_operand_a[21:0], 10'b0000000000};
            5'd11: o_sll_data = {i_operand_a[20:0], 11'b00000000000};
            5'd12: o_sll_data = {i_operand_a[19:0], 12'b000000000000};
            5'd13: o_sll_data = {i_operand_a[18:0], 13'b0000000000000};
            5'd14: o_sll_data = {i_operand_a[17:0], 14'b00000000000000};
            5'd15: o_sll_data = {i_operand_a[16:0], 15'b000000000000000};
            5'd16: o_sll_data = {i_operand_a[15:0], 16'b0000000000000000};
            5'd17: o_sll_data = {i_operand_a[14:0], 17'b00000000000000000};
            5'd18: o_sll_data = {i_operand_a[13:0], 18'b000000000000000000};
            5'd19: o_sll_data = {i_operand_a[12:0], 19'b0000000000000000000};
            5'd20: o_sll_data = {i_operand_a[11:0], 20'b00000000000000000000};
            5'd21: o_sll_data = {i_operand_a[10:0], 21'b000000000000000000000};
            5'd22: o_sll_data = {i_operand_a[9:0], 22'b0000000000000000000000};
            5'd23: o_sll_data = {i_operand_a[8:0], 23'b00000000000000000000000};
            5'd24: o_sll_data = {i_operand_a[7:0], 24'b000000000000000000000000};
            5'd25: o_sll_data = {i_operand_a[6:0], 25'b0000000000000000000000000};
            5'd26: o_sll_data = {i_operand_a[5:0], 26'b00000000000000000000000000};
            5'd27: o_sll_data = {i_operand_a[4:0], 27'b000000000000000000000000000};
            5'd28: o_sll_data = {i_operand_a[3:0], 28'b0000000000000000000000000000};
            5'd29: o_sll_data = {i_operand_a[2:0], 29'b00000000000000000000000000000};
            5'd30: o_sll_data = {i_operand_a[1:0], 30'b000000000000000000000000000000};
            5'd31: o_sll_data = {i_operand_a[0],  31'b0000000000000000000000000000000};
            default: o_sll_data = i_operand_a;
        endcase
    end
endmodule
module sra (
    input  [31:0] i_operand_a, 
    input  [31:0] i_operand_b,
    output reg [31:0] o_sra_data
);
    always @(*) begin
        case (i_operand_b[4:0])
            5'd0:  o_sra_data = i_operand_a;
            5'd1:  o_sra_data = {{1{i_operand_a[31]}}, i_operand_a[31:1]};
            5'd2:  o_sra_data = {{2{i_operand_a[31]}}, i_operand_a[31:2]};
            5'd3:  o_sra_data = {{3{i_operand_a[31]}}, i_operand_a[31:3]};
            5'd4:  o_sra_data = {{4{i_operand_a[31]}}, i_operand_a[31:4]};
            5'd5:  o_sra_data = {{5{i_operand_a[31]}}, i_operand_a[31:5]};
            5'd6:  o_sra_data = {{6{i_operand_a[31]}}, i_operand_a[31:6]};
            5'd7:  o_sra_data = {{7{i_operand_a[31]}}, i_operand_a[31:7]};
            5'd8:  o_sra_data = {{8{i_operand_a[31]}}, i_operand_a[31:8]};
            5'd9:  o_sra_data = {{9{i_operand_a[31]}}, i_operand_a[31:9]};
            5'd10: o_sra_data = {{10{i_operand_a[31]}}, i_operand_a[31:10]};
            5'd11: o_sra_data = {{11{i_operand_a[31]}}, i_operand_a[31:11]};
            5'd12: o_sra_data = {{12{i_operand_a[31]}}, i_operand_a[31:12]};
            5'd13: o_sra_data = {{13{i_operand_a[31]}}, i_operand_a[31:13]};
            5'd14: o_sra_data = {{14{i_operand_a[31]}}, i_operand_a[31:14]};
            5'd15: o_sra_data = {{15{i_operand_a[31]}}, i_operand_a[31:15]};
            5'd16: o_sra_data = {{16{i_operand_a[31]}}, i_operand_a[31:16]};
            5'd17: o_sra_data = {{17{i_operand_a[31]}}, i_operand_a[31:17]};
            5'd18: o_sra_data = {{18{i_operand_a[31]}}, i_operand_a[31:18]};
            5'd19: o_sra_data = {{19{i_operand_a[31]}}, i_operand_a[31:19]};
            5'd20: o_sra_data = {{20{i_operand_a[31]}}, i_operand_a[31:20]};
            5'd21: o_sra_data = {{21{i_operand_a[31]}}, i_operand_a[31:21]};
            5'd22: o_sra_data = {{22{i_operand_a[31]}}, i_operand_a[31:22]};
            5'd23: o_sra_data = {{23{i_operand_a[31]}}, i_operand_a[31:23]};
            5'd24: o_sra_data = {{24{i_operand_a[31]}}, i_operand_a[31:24]};
            5'd25: o_sra_data = {{25{i_operand_a[31]}}, i_operand_a[31:25]};
            5'd26: o_sra_data = {{26{i_operand_a[31]}}, i_operand_a[31:26]};
            5'd27: o_sra_data = {{27{i_operand_a[31]}}, i_operand_a[31:27]};
            5'd28: o_sra_data = {{28{i_operand_a[31]}}, i_operand_a[31:28]};
            5'd29: o_sra_data = {{29{i_operand_a[31]}}, i_operand_a[31:29]};
            5'd30: o_sra_data = {{30{i_operand_a[31]}}, i_operand_a[31:30]};
            5'd31: o_sra_data = {{31{i_operand_a[31]}}, i_operand_a[31]};
            default: o_sra_data = i_operand_a;
        endcase
    end
endmodule
module srl (
    input  [31:0] i_operand_a,
    input  [31:0] i_operand_b,
    output reg [31:0] o_srl_data
);
    always @(*) begin
        case (i_operand_b[4:0])
            5'd0:  o_srl_data = i_operand_a;
            5'd1:  o_srl_data = {1'b0, i_operand_a[31:1]};
            5'd2:  o_srl_data = {2'b00, i_operand_a[31:2]};
            5'd3:  o_srl_data = {3'b000, i_operand_a[31:3]};
            5'd4:  o_srl_data = {4'b0000, i_operand_a[31:4]};
            5'd5:  o_srl_data = {5'b00000, i_operand_a[31:5]};
            5'd6:  o_srl_data = {6'b000000, i_operand_a[31:6]};
            5'd7:  o_srl_data = {7'b0000000, i_operand_a[31:7]};
            5'd8:  o_srl_data = {8'b00000000, i_operand_a[31:8]};
            5'd9:  o_srl_data = {9'b000000000, i_operand_a[31:9]};
            5'd10: o_srl_data = {10'b0000000000, i_operand_a[31:10]};
            5'd11: o_srl_data = {11'b00000000000, i_operand_a[31:11]};
            5'd12: o_srl_data = {12'b000000000000, i_operand_a[31:12]};
            5'd13: o_srl_data = {13'b0000000000000, i_operand_a[31:13]};
            5'd14: o_srl_data = {14'b00000000000000, i_operand_a[31:14]};
            5'd15: o_srl_data = {15'b000000000000000, i_operand_a[31:15]};
            5'd16: o_srl_data = {16'b0000000000000000, i_operand_a[31:16]};
            5'd17: o_srl_data = {17'b00000000000000000, i_operand_a[31:17]};
            5'd18: o_srl_data = {18'b000000000000000000, i_operand_a[31:18]};
            5'd19: o_srl_data = {19'b0000000000000000000, i_operand_a[31:19]};
            5'd20: o_srl_data = {20'b00000000000000000000, i_operand_a[31:20]};
            5'd21: o_srl_data = {21'b000000000000000000000, i_operand_a[31:21]};
            5'd22: o_srl_data = {22'b0000000000000000000000, i_operand_a[31:22]};
            5'd23: o_srl_data = {23'b00000000000000000000000, i_operand_a[31:23]};
            5'd24: o_srl_data = {24'b000000000000000000000000, i_operand_a[31:24]};
            5'd25: o_srl_data = {25'b0000000000000000000000000, i_operand_a[31:25]};
            5'd26: o_srl_data = {26'b00000000000000000000000000, i_operand_a[31:26]};
            5'd27: o_srl_data = {27'b000000000000000000000000000, i_operand_a[31:27]};
            5'd28: o_srl_data = {28'b0000000000000000000000000000, i_operand_a[31:28]};
            5'd29: o_srl_data = {29'b00000000000000000000000000000, i_operand_a[31:29]};
            5'd30: o_srl_data = {30'b000000000000000000000000000000, i_operand_a[31:30]};
            5'd31: o_srl_data = {31'b0000000000000000000000000000000, i_operand_a[31]};
            default: o_srl_data = i_operand_a;
        endcase
    end
endmodule
==> design/flow/run.sh <==
#!/bin/bash
# OpenROAD 26Q1-2900-gdf79404cd8, Yosys 0.63+post, stock flow scripts
make -C /OpenROAD-flow-scripts/flow DESIGN_CONFIG=/design/flow/config.mk WORK_HOME=/design/flow/orfs finish
==> design/flow/config.mk <==
export PLATFORM = sky130hd
export DESIGN_NAME = alu
export DESIGN_NICKNAME = alu
export VERILOG_FILES = /design/flow/design.v
export SDC_FILE = /design/flow/constraint.sdc
export NUM_CORES = 4
export LEC_CHECK = 1
export CORE_UTILIZATION = 30
==> design/flow/constraint.sdc <==
current_design alu

set clk_period 16.5
set clk_io_pct 0.2

create_clock -name clk0 -period $clk_period

set non_clock_inputs [all_inputs -no_clocks]
set_input_delay [expr $clk_period * $clk_io_pct] -clock clk0 $non_clock_inputs
set_output_delay [expr $clk_period * $clk_io_pct] -clock clk0 [all_outputs]
==> metrics.txt <==
# HELP chip_impl_metric Metrics from one implementation run
# TYPE chip_impl_metric gauge
chip_impl_metric{name="synthCells",unit=""} 2006
chip_impl_metric{name="transition_time_of_the_tightest_slew_check_pin",unit="ps"} 1310
chip_impl_metric{name="vdd_drop_max",unit="mV"} 0.0158
chip_impl_info{name="grt_setup_unrepaired",value="false"} 1
chip_impl_metric{name="antenna_found_initial",unit=""} 2
chip_impl_metric{name="dp_cells",unit=""} 2480
chip_impl_metric{name="post_cts_resized",unit=""} 0
chip_impl_metric{name="clkbuf_count",unit=""} 0
chip_impl_metric{name="timing.final.hold_violations",unit=""} 0
chip_impl_metric{name="vias_post_dr",unit=""} 18670
chip_impl_metric{name="maxCapViolations",unit=""} 0
chip_impl_info{name="crit_path_cell_trace",value="clkdlybuf4s50_1, buf_4, inv_1, ha_1, or3_1, nor4b_1, nor4b_1, a2111oi_2, nand2_1, a31o_1, a21boi_0, o21ai_0, a21oi_1, fa_1, o22ai_1, a221oi_1, nand3_1, a21oi_1, o31ai_1, a311o_1, clkdlybuf4s50_1"} 1
chip_impl_metric{name="antenna_left",unit=""} 0
chip_impl_metric{name="core.rowCount",unit=""} 73
chip_impl_metric{name="switching_share",unit=""} 0.673
chip_impl_metric{name="max-slew-margin-rel",unit=""} 0.117
chip_impl_info{name="endpoint_kind",value="primary output"} 1
chip_impl_metric{name="fmax",unit="GHz"} 0.0821
chip_impl_metric{name="chip_area",unit="mm2"} 0.0412
chip_impl_metric{name="drt-wirelength-per-cell",unit="um"} 37.6
chip_impl_metric{name="final_cell_count_without_fillers",unit=""} 2482
chip_impl_metric{name="place.port_buffers",unit=""} 100
chip_impl_metric{name="drive_above_1_share",unit=""} 0.0711
chip_impl_metric{name="dieHeight",unit="um"} 203
chip_impl_metric{name="worst-endpoint-required",unit="ps"} 13200
chip_impl_info{name="worst_hold_path_type",value="in2out"} 1
chip_impl_metric{name="fp_util",unit=""} 0.305
chip_impl_info{name="critical-path-slowest-cell",value="sky130_fd_sc_hd__nor4b_1"} 1
chip_impl_metric{name="flop-count",unit=""} 0
chip_impl_metric{name="post-dp-hpwl",unit="mm"} 60.3
chip_impl_metric{name="post_cts_buffers",unit=""} 0
chip_impl_metric{name="setup_viol",unit=""} 0
chip_impl_metric{name="vias_per_cell",unit=""} 7.52
chip_impl_metric{name="leakagePower",unit="nW"} 5.14
chip_impl_metric{name="net-switching-power",unit="uW"} 282
chip_impl_metric{name="critical_path_arrival",unit="ps"} 8880
chip_impl_metric{name="drt_wl_total",unit="mm"} 93.4
chip_impl_metric{name="global_route.usage.total",unit=""} 0.449
chip_impl_metric{name="fin_crit_sh",unit=""} 0.738
chip_impl_metric{name="grt_pass1_vias",unit=""} 17430
chip_impl_metric{name="warnings",unit=""} 104
chip_impl_metric{name="finalSetupTns",unit="ps"} 0
chip_impl_metric{name="cts_hold_buf",unit=""} 0
chip_impl_metric{name="yosys_warnings",unit=""} 4
chip_impl_metric{name="coreArea",unit="mm2"} 0.0397
chip_impl_metric{name="worst_path_largest_cell_delay",unit="ps"} 510
chip_impl_metric{name="syn-cell-area",unit="mm2"} 0.0121
chip_impl_metric{name="largest_net_degree_at_the_start_of_global_routing",unit=""} 49
chip_impl_metric{name="netlist-cell-type-count",unit=""} 78
chip_impl_metric{name="ys_chip_area",unit="mm2"} 0.0121
chip_impl_metric{name="ys_cells",unit=""} 2006
chip_impl_metric{name="holdWs",unit="ps"} 7740
chip_impl_metric{name="finalCriticalPeriod",unit="ps"} 12180
chip_impl_metric{name="dieWidth",unit="um"} 203
chip_impl_info{name="result_of_the_run",value="complete, no violations"} 1
chip_impl_metric{name="slew_viol_final",unit=""} 0
chip_impl_metric{name="global_route_wire_length_before_repair",unit="mm"} 133
chip_impl_metric{name="gp_congestion",unit=""} 1.06
chip_impl_info{name="critPathKind",value="in2out"} 1
chip_impl_metric{name="global_route_overflow",unit=""} 0
chip_impl_metric{name="crit_path_max_fanout",unit=""} 26
chip_impl_metric{name="synthesis.area_per_instance",unit="um2"} 6.04
chip_impl_metric{name="syn2layout_area_growth",unit="%"} 12.0
chip_impl_metric{name="first_iter_violations",unit=""} 3083
chip_impl_metric{name="pwr_density_cell",unit="mW/mm2"} 31.0
chip_impl_metric{name="dr.pass1.iters",unit=""} 9
chip_impl_metric{name="intPower",unit="uW"} 137
chip_impl_metric{name="seq_cell_area",unit="um2"} 0
chip_impl_metric{name="number_of_top_level_pins",unit=""} 100
chip_impl_metric{name="synth_sequential_area_ratio",unit=""} 0
chip_impl_metric{name="drc",unit=""} 0
chip_impl_info{name="timing.critical_path.from_type",value="primary input"} 1
chip_impl_metric{name="post_layout_power",unit="uW"} 420
final timing paths:
check	start	endpoint	slack [ps]	depth (start not counted)
worst max-delay path	i_operand_a[13]	o_alu_data[31]	4320	21
worst min-delay path	i_operand_b[16]	o_alu_data[16]	7740	4
through the flow:
step | utilization | cell area (um2) | worst slack (ps)
detailed placement | 0.341 | 13600 | 4410
floorplan | - | 12100 | 5690
global placement | 0.341 | 13600 | 4470
CTS | 0.341 | 13600 | 4390
global route | 0.341 | 13600 | 4070
finish | 0.341 | 13600 | 4320
kinds of logic after synthesis:
kind of cell    synth area share
fa+ha+maj                  0.112
simple gates               0.293
buf+inv                    0.110
mux                       0.0113
compound gates             0.469
xor+xnor                 0.00362
critical path, delay by kind of cell:
kind            cells  cell delay [ps]
buf+inv             4             1360
compound gates     10             1610
simple gates        5             1640
fa+ha+maj           2              940
placed cells by master (no fill, tap or decap), types with 33 or more instances in the layout:
master | Yosys | routed
sky130_fd_sc_hd__a22o_1 | 39 | 39
sky130_fd_sc_hd__nand2_1 | 280 | 280
sky130_fd_sc_hd__inv_1 | 89 | 89
sky130_fd_sc_hd__nor2_1 | 144 | 127
sky130_fd_sc_hd__a221oi_1 | 83 | 83
sky130_fd_sc_hd__o22ai_1 | 33 | 33
sky130_fd_sc_hd__clkdlybuf4s50_1 | 0 | 99
sky130_fd_sc_hd__ha_1 | 104 | 104
sky130_fd_sc_hd__nand4_1 | 87 | 87
sky130_fd_sc_hd__a21oi_1 | 133 | 133
sky130_fd_sc_hd__buf_4 | 5 | 94
sky130_fd_sc_hd__a22oi_1 | 152 | 152
sky130_fd_sc_hd__o21ai_0 | 90 | 90
sky130_fd_sc_hd__nand3_1 | 77 | 77
sky130_fd_sc_hd__nor3_1 | 53 | 49
power groups by stage:
stage	sequential [mW]	combinational, mW	clock [mW]
5_1_grt	0	0.437	0
4_1_cts	0	0.396	0
synthesized netlist by cell type, types with 6 or more instances:
| cell | n | area share |
|---|---|---|
| sky130_fd_sc_hd__and2_1 | 6 | 0.0031 |
| sky130_fd_sc_hd__mux2i_1 | 11 | 0.0091 |
| sky130_fd_sc_hd__or3_1 | 11 | 0.0057 |
| sky130_fd_sc_hd__nand3b_1 | 6 | 0.0037 |
| sky130_fd_sc_hd__a21o_1 | 10 | 0.0062 |
| sky130_fd_sc_hd__a211o_1 | 12 | 0.0087 |
| sky130_fd_sc_hd__o2111ai_1 | 19 | 0.014 |
| sky130_fd_sc_hd__o32ai_1 | 9 | 0.0065 |
| sky130_fd_sc_hd__a22o_1 | 39 | 0.028 |
| sky130_fd_sc_hd__nand2_1 | 280 | 0.087 |
| sky130_fd_sc_hd__o21ai_0 | 90 | 0.037 |
| sky130_fd_sc_hd__a2111oi_0 | 11 | 0.0080 |
| sky130_fd_sc_hd__a221oi_1 | 83 | 0.060 |
| sky130_fd_sc_hd__nor2b_1 | 18 | 0.0093 |
| sky130_fd_sc_hd__a222oi_1 | 23 | 0.019 |
| sky130_fd_sc_hd__nor2_1 | 144 | 0.045 |
| sky130_fd_sc_hd__nor3_1 | 53 | 0.022 |
| sky130_fd_sc_hd__o211ai_1 | 19 | 0.012 |
| sky130_fd_sc_hd__o21bai_1 | 14 | 0.0087 |
| sky130_fd_sc_hd__nand2b_1 | 10 | 0.0052 |
| sky130_fd_sc_hd__ha_1 | 104 | 0.11 |
| sky130_fd_sc_hd__a211oi_1 | 13 | 0.0081 |
| sky130_fd_sc_hd__and4_1 | 6 | 0.0043 |
| sky130_fd_sc_hd__nand3_1 | 77 | 0.032 |
| sky130_fd_sc_hd__o22ai_1 | 33 | 0.017 |
| sky130_fd_sc_hd__buf_2 | 34 | 0.014 |
| sky130_fd_sc_hd__nand4_1 | 87 | 0.045 |
| sky130_fd_sc_hd__a21oi_1 | 133 | 0.055 |
| sky130_fd_sc_hd__buf_1 | 30 | 0.0093 |
| sky130_fd_sc_hd__and3_1 | 8 | 0.0041 |
| sky130_fd_sc_hd__a41oi_1 | 6 | 0.0043 |
| sky130_fd_sc_hd__o21a_1 | 8 | 0.0050 |
| sky130_fd_sc_hd__o31ai_1 | 15 | 0.0093 |
| sky130_fd_sc_hd__o221ai_1 | 13 | 0.0094 |
| sky130_fd_sc_hd__nor4_1 | 24 | 0.012 |
| sky130_fd_sc_hd__a22oi_1 | 152 | 0.094 |
| sky130_fd_sc_hd__o21ai_1 | 9 | 0.0037 |
| sky130_fd_sc_hd__a31oi_1 | 26 | 0.013 |
| sky130_fd_sc_hd__clkbuf_1 | 176 | 0.055 |
| sky130_fd_sc_hd__inv_1 | 89 | 0.028 |
cell type report:
| class | count | area [um2] |
|---|---|---|
| Timing Repair Buffer | 194 | 1700 |
| Tap cell | 525 | 657 |
| Inverter | 94 | 353 |
| Fill cell | 4353 | 26200 |
| Multi-Input combinational cell | 1667 | 10800 |
| Antenna cell | 2 | 5.00 |
per-layer routing:
metal,global-route usage,part of all wire,up-vias
li1,-,-,7637
met1,0.577,0.37,8826
met2,0.627,0.40,1756
met3,0.201,0.16,447
met4,0.230,0.071,4
met5,0.0119,0.00088,-
Power figures rest on the tool's default switching activity, not on a simulated workload.
