File: run.sh
#!/bin/bash
# OpenROAD 26Q1-2900-gdf79404cd8, Yosys 0.63+post, stock flow scripts
make -C /OpenROAD-flow-scripts/flow DESIGN_CONFIG=/design/flow/config.mk WORK_HOME=/design/flow/orfs finish
File: config.mk
export PLATFORM = sky130hd
export DESIGN_NAME = adder
export DESIGN_NICKNAME = adder
export VERILOG_FILES = /design/flow/design.v
export SDC_FILE = /design/flow/constraint.sdc
export NUM_CORES = 4
export LEC_CHECK = 1
export CORE_AREA = 10 10 71 71
export DIE_AREA = 0 0 81 81
File: constraint.sdc
current_design adder

set clk_period 10.5
set clk_io_pct 0.2

create_clock -name clk0 -period $clk_period

set non_clock_inputs [all_inputs -no_clocks]
set_input_delay [expr $clk_period * $clk_io_pct] -clock clk0 $non_clock_inputs
set_output_delay [expr $clk_period * $clk_io_pct] -clock clk0 [all_outputs]
File: design.v
module adder (
    input  [31:0] operand_a, operand_b,
    output [31:0] adder_data,
    output carry
);
 logic not_b;
assign not_b = ~operand_b;
assign {carry, adder_data} = operand_a + not_b + 1;
endmodule
==> Slide: Implementation Results <==
Synthesis and Place & Route Summary

Critical path
  • Critical Path End Type: primary output
  • Crit path DRT: 8.40 ns
  • Critical path startpoint category: primary input
  • Worst Path Class, Setup: in -> out
  • Crit-path max FO: 8
  • Worst Path Arrival: 4.59 ns

CTS
  • Hold_buf cts: 0
  • Setup Fix Bufs, Post-CTS: 0
  • Post-CTS Resized: 0

Synthesis
  • Adder-Cell Fraction of Synth Area: 3.64%
  • Yosys stat area: 687 µm²
  • Synth cell types: 24
  • Yosys aoi share: 0%
  • And+or+nand+nor area frac: 51.9%
  • Post-synth mux share: 0%
  • Xor/xnor share: 38.3%
  • Sequential fraction of the synthesis area: 0%
  • # Cells Yosys: 100
  • Comb area leader: simple AND/OR/NAND/NOR gates
  • Cell count after synthesis: 100
  • Synth warnings: 0
  • Syn Std Cell Area: 687 µm²
  • Mean area per synthesized cell: 6.87 µm²

Status
  • Status: finished clean

Global route
  • First-pass GRT wire length: 4200 µm
  • Vias in the first global route: 932
  • Grt ovf: 0
  • Initial antenna violation count: 0
  • Largest net degree at the start of global routing: 16
  • Total Routing Usage GR: 7.70%

Floorplanning
  • Floorplan core density: 18.9%
  • Chip Height: 81 µm
  • IO Pins: 97
  • Cell Rows: 22
  • DIE WIDTH: 81 µm
  • Core area: 3630 µm²
  • Die area: 6560 µm²

Timing
  • Period Utilization, post-route: 63.7%
  • Final worst-path setup slack: 3.81 ns
  • Worst slew pin tran: 0.506 ns
  • Slew margin rel.: 66.3%
  • Sum of negative setup slack: 0 ns
  • Minimum clock period: 6.69 ns
  • Final setup viols: 0
  • Max Freq: 149 MHz
  • RSZ-0062 raised after global routing: no
  • Max Slew Vio Count: 0
  • Hold Violations, Final: 0

Route
  • Avg WL per Cell: 12.4 µm
  • Drt total wl: 2630 µm
  • Antenna diodes: 0
  • Vias per cell: 4.30
  • Starting DRC count in detailed routing: 21
  • Routed via count: 912
  • DR pass1 iterations: 2
  • DR DRC count: 0
  • ANT nets after route: 0

Cells and area
  • Clk_buf instances: 0
  • Storage element area: 0 µm²
  • Top Layout Cells: 66 x clkdlybuf4s50_1, 23 x xnor2_1, 11 x nand4_1, 11 x nand2_1, 11 x nand3_1
  • Area growth from synthesis to layout: 103%
  • Most common logic cell in the routed design: clkdlybuf4s50_1
  • Fin area: 1390 µm²
  • Fillers: 392
  • Layout cells sized above 1: 3.66%
  • Flops: 0

Power and ir drop
  • LEAKAGE: 0.496 nW
  • Worst vdd ir: 0.0000136 V
  • Pwr dens: 29.3 nW/µm²

Place
  • Place WS: 3.81 ns
  • Placed Area: 1390 µm²
  • Detail Placement HPWL: 2380 µm
  • GP Congestion: 0.721
  • Number of port buffers: 66

Run
  • OpenROAD warning count: 63
  • Max-cap violation count: 0

Hold path
  • Worst hold stages: 4
  • Hold Path Class: in -> out
==> metal layers <==
| metal | vias up | share of wire (%) | GRT usage [%] | routed length (µm) |
|---|---|---|---|---|
| met1 | 398 | 42 | 9.35 | 1100 |
| met4 | 0 | 0 | 0 | 0 |
| met2 | 33 | 46 | 13.1 | 1200 |
| li1 | 481 | - | - | - |
| met5 | - | 0 | 0 | 0 |
| met3 | 0 | 12 | 3.34 | 321 |
==> layout make-up <==
cell class	instances	area [µm²]	area share, %
timing repair buffer	67	668	48.0
inverter	5	18.8	1.35
multi-input combinational	92	644	46.3
tap	48	60.1	4.32
==> power breakdown <==
part	switching, mW	internal [mW]
clock network	0	0
registers	0	0
logic	0.0122	0.0286
total	0.0122	0.0286
==> cell usage after synthesis <==
| cell type | instances | share of area (%) |
|---|---|---|
| and2_1 | 3 | 2.7 |
| and3_1 | 3 | 2.7 |
| and4_1 | 2 | 2.6 |
| buf_2 | 1 | 0.73 |
| buf_4 | 1 | 1.1 |
| buf_6 | 1 | 1.6 |
| ha_1 | 2 | 3.6 |
| inv_1 | 5 | 2.7 |
| nand2_1 | 11 | 6.0 |
| nand2b_1 | 1 | 0.91 |
| nand3_1 | 11 | 8.0 |
| nand3_2 | 1 | 1.5 |
| nand3b_1 | 1 | 1.1 |
| nand4_1 | 11 | 10 |
| nand4_2 | 1 | 1.8 |
| nand4b_1 | 1 | 1.3 |
| nor2_1 | 7 | 3.8 |
| nor2b_1 | 1 | 0.91 |
| nor3_1 | 3 | 2.2 |
| nor3_4 | 1 | 2.4 |
| nor4_2 | 1 | 1.8 |
| nor4b_2 | 1 | 2.2 |
| xnor2_1 | 23 | 29 |
| xor2_1 | 7 | 8.9 |
==> worst max-delay path, cell delays in order <==
cell and delay, ns:
clkdlybuf4s50_1 0.45, inv_1 0.04, ha_1 0.20, inv_1 0.06, ha_1 0.20, nand4_2 0.22, nor3_4 0.45, and3_1 0.23
xor2_1 0.16, clkdlybuf4s50_1 0.49
==> stage by stage <==
stage | std cells | hold slack, ns | util [%] | power [mW]
2_1_floorplan | 100 | 4.23 | - | 0.00866
3_3_place_gp | 212 | 5.17 | 38.3 | 0.0413
3_5_place_dp | 212 | 5.17 | 38.3 | 0.0415
4_1_cts | 212 | 5.17 | 38.3 | 0.0418
5_1_grt | 212 | 5.20 | 38.3 | 0.0445
6_report | 212 | 5.16 | 38.3 | 0.0408
==> worst paths after layout <==
check | from | end | slack [ns]
min | operand_a[31] | carry | 5.16
max | operand_a[0] | adder_data[12] | 3.81
==> cell families after synthesis <==
kind of cell	Yosys count
xor+xnor	30
buf+inv	8
fa+ha+maj	2
simple gates	60
Power and IR drop assume default switching activity.
